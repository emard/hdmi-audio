===== config.mk =====
export PLATFORM = sky130hd
export DESIGN_NAME = hdmidataencoder
export DESIGN_NICKNAME = hdmidataencoder
export VERILOG_FILES = /design/flow/design.v
export SDC_FILE = /design/flow/constraint.sdc
export NUM_CORES = 4
export LEC_CHECK = 1
export CORE_AREA = 10 10 113 113
export DIE_AREA = 0 0 123 123

===== constraint.sdc =====
current_design hdmidataencoder

set clk_period 2.2
set clk_io_pct 0.2

create_clock -name clk0 -period $clk_period [get_ports {i_pixclk}]

set non_clock_inputs [all_inputs -no_clocks]
set_input_delay [expr $clk_period * $clk_io_pct] -clock clk0 $non_clock_inputs
set_output_delay [expr $clk_period * $clk_io_pct] -clock clk0 [all_outputs]

===== design.v =====
module hdmidataencoder 
#(parameter FREQ=27000000, FS=48000, CTS=27000, N=6144) 
(
	input 			i_pixclk,
	input 			i_hSync,
	input 			i_vSync,
	input 			i_blank,
	input i_audio_enable,
	input [15:0] 	i_audioL,
	input [15:0] 	i_audioR,	
	output [3:0] 	o_d0,
	output [3:0] 	o_d1,
	output [3:0] 	o_d2,
	output 			o_data
);
localparam [191:0] channelStatus = (FS == 48000)?192'hc202004004:(FS == 44100)?192'hc200004004:192'hc203004004;
localparam [55:0] audioRegenPacket = {N[7:0], N[15:8], 8'h00, CTS[7:0], CTS[15:8], 16'h0000};
reg [23:0] audioPacketHeader;
reg [55:0] audioSubPacket[3:0];
reg [7:0] channelStatusIdx;
reg [16:0] audioTimer;
reg [16:0] ctsTimer;
reg [1:0] samplesHead;
reg [3:0] dataChannel0;
reg [3:0] dataChannel1;
reg [3:0] dataChannel2;
reg [23:0] packetHeader;
reg [55:0] subpacket[3:0];
reg [7:0] bchHdr;
reg [7:0] bchCode [3:0];
reg [4:0] dataOffset;
reg tercData;
reg [25:0] audioRAvgSum;
reg [25:0] audioLAvgSum;
reg [15:0] audioRAvg;
reg [15:0] audioLAvg;
reg [10:0] audioAvgCnt;
reg [15:0] counterX;
reg firstHSyncChange;
reg oddLine;
reg prevHSync;
reg prevBlank;
reg allowGeneration;
initial
begin
	audioPacketHeader=0;
	audioSubPacket[0]<=0;
	audioSubPacket[1]<=0;
	audioSubPacket[2]<=0;
	audioSubPacket[3]<=0;
	channelStatusIdx=0;
	audioTimer=0;
	samplesHead=0;
	ctsTimer<=0;
	dataChannel0<=0;
	dataChannel1<=0;
	dataChannel2<=0;
	packetHeader=0;
	subpacket[0]=0;
	subpacket[1]=0;
	subpacket[2]=0;
	subpacket[3]=0;
	bchHdr=0;
	bchCode[0]=0;
	bchCode[1]=0;
	bchCode[2]=0;
	bchCode[3]=0;
	dataOffset=0;
	tercData=0;
	oddLine=0;
	counterX=0;
	prevHSync = 0;
	prevBlank = 0;
	firstHSyncChange = 0;
	allowGeneration = 0;
	audioRAvg = 0;
	audioLAvg = 0;
	audioRAvgSum = 0;
	audioLAvgSum = 0;
	audioAvgCnt = 1;
end
function [7:0] ECCcode;	 
	input [7:0] code;
	input bita;
	input passthroughData;
	begin
		ECCcode = (code<<1) ^ (((code[7]^bita) && passthroughData)?(1+(1<<6)+(1<<7)):0);
	end
endfunction
task ECCu;
	output outbit;
	inout [7:0] code;
	input bita;
	input passthroughData;
	begin
		outbit <= passthroughData?bita:code[7];
		code = ECCcode(code, bita, passthroughData);
	end
endtask
task ECC2u;
	output outbita;
	output outbitb;
	inout [7:0] code;
	input bita;
	input bitb;
	input passthroughData;
	begin
		outbita <= passthroughData?bita:code[7];
		outbitb <= passthroughData?bitb:(code[6]^(((code[7]^bita) && passthroughData)?1'b1:1'b0));
		code = ECCcode(ECCcode(code, bita, passthroughData), bitb, passthroughData);
	end
endtask
task SendPacket;
	inout [32:0] pckHeader;
	inout [55:0] pckData0;
	inout [55:0] pckData1;
	inout [55:0] pckData2;
	inout [55:0] pckData3;
	input firstPacket;
begin
	dataChannel0[0]<=i_hSync;
	dataChannel0[1]<=i_vSync;
	dataChannel0[3]<=(!firstPacket || dataOffset)?1'b1:1'b0;
	ECCu(dataChannel0[2], bchHdr, pckHeader[0], dataOffset<24?1'b1:1'b0);
	ECC2u(dataChannel1[0], dataChannel2[0], bchCode[0], pckData0[0], pckData0[1], dataOffset<28?1'b1:1'b0);
	ECC2u(dataChannel1[1], dataChannel2[1], bchCode[1], pckData1[0], pckData1[1], dataOffset<28?1'b1:1'b0);
	ECC2u(dataChannel1[2], dataChannel2[2], bchCode[2], pckData2[0], pckData2[1], dataOffset<28?1'b1:1'b0);
	ECC2u(dataChannel1[3], dataChannel2[3], bchCode[3], pckData3[0], pckData3[1], dataOffset<28?1'b1:1'b0);
	pckHeader=pckHeader[23:1];
	pckData0=pckData0[55:2];
	pckData1=pckData1[55:2];
	pckData2=pckData2[55:2];
	pckData3=pckData3[55:2];
	dataOffset<=dataOffset+5'b1;
end
endtask
task InfoGen;
	inout [16:0] _timer;
begin
	if (_timer >= CTS) begin
		packetHeader=24'h000001;	 
		subpacket[0]=audioRegenPacket;
		subpacket[1]=audioRegenPacket;
		subpacket[2]=audioRegenPacket;
		subpacket[3]=audioRegenPacket;
		_timer = _timer - CTS + 1;
	end else begin
		if (!oddLine) begin
			packetHeader=24'h0D0282;	 
			subpacket[0]=56'h00000000191046;
			subpacket[1]=56'h00000000000000;
		end else begin
			packetHeader=24'h0A0184;	 
			subpacket[0]=56'h00000000001160;
			subpacket[1]=56'h00000000000000;
		end
		subpacket[2]=56'h00000000000000;
		subpacket[3]=56'h00000000000000;
	end			
end
endtask
task AproximateAudio;
begin
	audioLAvgSum <= audioLAvgSum + i_audioL;
	audioRAvgSum <= audioRAvgSum + i_audioR;
	audioLAvg <= audioLAvgSum/audioAvgCnt;
	audioRAvg <= audioRAvgSum/audioAvgCnt;
	audioAvgCnt <= audioAvgCnt + 1;
end
endtask
task AudioGen;
begin
	if (!( allowGeneration && counterX >= 32 && counterX < 64)) begin
		if (audioTimer>=FREQ/1000) begin
			audioTimer<=audioTimer-FREQ/1000+FS/1000;
			audioPacketHeader=audioPacketHeader|24'h000002|((channelStatusIdx==0?24'h100100:24'h000100)<<samplesHead);
			audioSubPacket[samplesHead]=((audioLAvg<<8)|(audioRAvg<<32)
								|((^audioLAvg)?56'h08000000000000:56'h0)	 
								|((^audioRAvg)?56'h80000000000000:56'h0))	 
								^(channelStatus[channelStatusIdx]?56'hCC000000000000:56'h0);  
			if (channelStatusIdx<191)
				channelStatusIdx<=channelStatusIdx+8'd1;
			else
				channelStatusIdx<=0;
			samplesHead<=samplesHead+2'd1;
			audioLAvgSum <= 0;
			audioRAvgSum <= 0;
			audioAvgCnt <= 1;
		end else begin
			audioTimer<=audioTimer+FS/1000;
			AproximateAudio();
		end
	end else begin
		audioTimer<=audioTimer+FS/1000;
		AproximateAudio();		
		samplesHead<=0;
	end
end
endtask
task SendPackets;
	inout dataEnable;
begin
	if (counterX<32) begin
		dataEnable=1;
		SendPacket(packetHeader, subpacket[0], subpacket[1], subpacket[2], subpacket[3], 1);
	end else if (counterX<64)	begin
		SendPacket(audioPacketHeader, audioSubPacket[0], audioSubPacket[1], audioSubPacket[2], audioSubPacket[3], 0);
	end else begin
		dataEnable=0;
	end
end
endtask
always @(posedge i_pixclk)
begin
	AudioGen();
	if(allowGeneration & i_audio_enable) begin
		SendPackets(tercData);
	end else begin
		tercData=0;
   end 	
	ctsTimer = ctsTimer + 1;	
	if((prevBlank == 0) && (i_blank == 1)) 
		firstHSyncChange <= 1;
	if((prevBlank == 1) && (i_blank == 0)) 
		allowGeneration <= 0;
	if(prevHSync != i_hSync) begin
		if(firstHSyncChange) begin
			InfoGen(ctsTimer);
		   oddLine <= ! oddLine;
		   counterX  <= 0;
			allowGeneration <= 1;
		end else begin
		   counterX  <= counterX + 1;	
		end
		firstHSyncChange <= !firstHSyncChange;
	end else 
		counterX  <= counterX + 1;	
	prevBlank <= i_blank;
	prevHSync <= i_hSync;
end
assign o_d0 = dataChannel0;
assign o_d1 = dataChannel1;
assign o_d2 = dataChannel2;
assign o_data = tercData;
endmodule

===== run.sh =====
#!/bin/bash
# OpenROAD 26Q1-2900-gdf79404cd8, Yosys 0.63+post, stock flow scripts
make -C /OpenROAD-flow-scripts/flow DESIGN_CONFIG=/design/flow/config.mk WORK_HOME=/design/flow/orfs finish

==> flow_summary.ini <==
; physical design summary
[outcome]
status = completed

[cells_and_area]
fraction_of_final_layout_cells_with_drive_strength_greater_than_1_pct = 6.90
area_delta_synth_final_pct = 22.4
finish.utilization_pct = 15.6
final_non_filler_cells = 281

[synthesis]
synth_stat.cells = 130
synth_area_leader_cell = sky130_fd_sc_hd__dfxtp_1
post_synth_inst_count = 130
post_synth_instance_area_um2 = 1310
yosysWarnings = 22
postSynth.asyncResetShare_pct = 0
yosys-top-cells-count = 20 x sky130_fd_sc_hd__dfxtp_1, 9 x sky130_fd_sc_hd__buf_4, 9 x sky130_fd_sc_hd__edfxtp_1, 9 x sky130_fd_sc_hd__o21ai_0
synth_flops = 29
top_cells_by_area = sky130_fd_sc_hd__dfxtp_1 31%, sky130_fd_sc_hd__edfxtp_1 21%, sky130_fd_sc_hd__buf_4 5.1%, sky130_fd_sc_hd__o21ai_0 3.4%, sky130_fd_sc_hd__mux2i_1 3.1%
flop_cell = sky130_fd_sc_hd__dfxtp_1
edf_count = 9
synth.yosys.seq_area_share_pct = 51.1
synth_largest_type_area_fraction_pct = 30.5
yosys_area_um2 = 1310
synth_dominant_cell_count = sky130_fd_sc_hd__dfxtp_1
yosys.cell_types.count = 27
synth_area_per_cell_um2 = 10.1

[drt]
drt-initial-drc-count = 48
via_count = 901
ant_nets = 0
via_per_inst = 3.21
route.antenna.diode_count = 0
routed_wl_um = 2240
post_drt_wl_per_cell_um = 7.96
count_of_tritonroute_iterations_in_the_first_routing_pass = 3
route.detailed.drc = 0

[floorplan]
chip_area_um2 = 15100
top_level_ports = 50
floorplanUtilization_pct = 12.7
core-area_um2 = 10300
die_boundary_height_um = 123
die_w_um = 123
fp_rows = 37

[setup_path]
regToRegEndpoint = dataChannel0[3]
critical_path.endpoint_type = flip-flop
rr_startpoint = dataOffset[0]
largest_fanout_of_any_net_on_the_critical_path = 3
setup.worst_path.start_class = flip-flop
cp_data_arrival_time_ns = 1.64
worst_r2r_setup_slack_ns = 0.58
worstRegToRegCells = 4
path_class = reg -> reg
cp.required_ns = 2.21

[job]
openroad.warnings = 58
maxCapViolations = 0

[final_timing]
layout_min_cycle_time_ns = 1.62
setup-violations-final = 0
setup-tns-final_ns = 0
min_period_over_period_pct = 73.8
finalHoldViolations = 0
finalMaxSlewViolations = 0
fmaxAchievable_ghz = 0.616
fin_skew_ns = 0.00408
setup_repair_after_global_routing_missed_its_margin = no

[grt]
pin_count_of_the_biggest_net_entering_global_routing = 15
antenna_found_initial = 0
grt_pass1_wl_um = 3620
grt_overflow = 0
first_global_vias = 802
gr-usage-all-layers_pct = 2.86

[cts]
cts.hold.buffers_added = 0
cts-htree-levels = 2
ctsRootBufferMaster = sky130_fd_sc_hd__clkbuf_8
post_cts.repair.setup_buffers = 0
cts_made_buffers = 5
post_cts_resize_count = 0
clock_insertion_delay_worst_skew_ns = 0.27
clock_path_buffers = 2
clock-sinks = 29
tritoncts = yes
reg_clk_slew_reported_paths_ns = 0.05

[worst_hold_path]
hp-class = reg -> reg
holdPathStages = 1
hp_start = counterX[0]
min_to = counterX[0]

[pwr]
power_frac_seq_pct = 54.6
static-leakage-power_uw = 0.000542
power.switching_uw = 289
comb_power_share_pct = 12.3
vdd_ir_drop_max_uv = 233
total_power_uw = 1200
pwr_density_cell_nw_per_um2 = 747
sw_frac_of_total_pct = 24.0
cell_internal_pwr_uw = 912
pwr-share-clk_pct = 33.1

[placement]
place.gp.congestion = 0.783
io_buffers = 8
hpwlAfterDp_um = 1680
post-place-cells = 273
-- placed cells by master, fill, tap and decap left out, types with 3 or more instances in the layout --
master / instances
sky130_fd_sc_hd__a21oi_1: 7
sky130_fd_sc_hd__buf_4: 3
sky130_fd_sc_hd__clkbuf_1: 3
sky130_fd_sc_hd__clkbuf_8: 5
sky130_fd_sc_hd__clkdlybuf4s50_1: 8
sky130_fd_sc_hd__conb_1: 9
sky130_fd_sc_hd__dfxtp_1: 20
sky130_fd_sc_hd__edfxtp_1: 9
sky130_fd_sc_hd__ha_1: 3
sky130_fd_sc_hd__inv_1: 8
sky130_fd_sc_hd__mux2i_1: 4
sky130_fd_sc_hd__nand2_1: 6
sky130_fd_sc_hd__nand3_1: 8
sky130_fd_sc_hd__nor2_1: 7
sky130_fd_sc_hd__nor4_1: 6
sky130_fd_sc_hd__o21ai_0: 9
sky130_fd_sc_hd__o21bai_1: 4
sky130_fd_sc_hd__o31ai_1: 4
sky130_fd_sc_hd__or3_1: 4
sky130_fd_sc_hd__or4_1: 4
sky130_fd_sc_hd__xnor2_1: 4
sky130_fd_sc_hd__xor2_1: 3
-- cell type report --
class / instances / area [um2]
sequential: 29 / 671
clock buffer: 8 / 80.1
timing repair buffer: 11 / 103
multi-input combinational: 89 / 553
fill: 1136 / 8720
inverter: 8 / 30.0
tap: 136 / 170
-- stage by stage --
step / hold slack (ns) / instance area (um2) / setup slack [ns]
2_1_floorplan: 0.418 / 1340 / 0.652
3_5_place_dp: 0.448 / 1530 / 0.437
4_1_cts: 0.458 / 1610 / 0.571
6_report: 0.453 / 1610 / 0.577
5_1_grt: 0.473 / 1610 / 0.486
3_3_place_gp: 0.429 / 1530 / 0.431
-- worst max-delay path: stages (launching register included) --
cell	delay [ns]
sky130_fd_sc_hd__edfxtp_1	0.41
sky130_fd_sc_hd__inv_1	0.09
sky130_fd_sc_hd__ha_1	0.14
sky130_fd_sc_hd__or4b_1	0.41
sky130_fd_sc_hd__or3_1	0.31
-- routing by layer --
layer	vias up	track usage, %	share of wire, %
li1	478	-	-
met1	403	3.81	49
met2	15	4.15	42
met3	5	1.02	4.7
met4	0	1.16	4.9
met5	-	0	0
-- power by group through the flow --
stage                 combinational, uW  clock (uW)  sequential, uW
final                               147         398             655
after global routing                170         440             663
after CTS                           151         415             656
-- worst max-delay path by stage --
stage,start,endpoint,cells after the start
CTS,dataOffset[0],dataChannel0[3],4
global route,dataOffset[0],dataChannel0[3],4
finish,dataOffset[0],dataChannel0[3],4
-- flip-flops by register name, indices dropped and copies added (netlist names) --
signal	flops
prevHSync	1
dataOffset	5
allowGeneration	1
tercData	1
dataChannel0	3
prevBlank	1
counterX	16
firstHSyncChange	1
-- kinds of logic after synthesis --
| group | Yosys count | synth area share (%) |
|---|---|---|
| AOI/OAI and AO/OA | 24 | 10.7 |
| and+or+nand+nor | 42 | 18.3 |
| other | 1 | 0.286 |
| xor gates and xnor gates | 7 | 4.67 |
| DFF | 29 | 51.1 |
| muxes | 4 | 3.05 |
| adders and majority gates | 3 | 2.86 |
| buffers and inverters | 20 | 9.06 |
Power is estimated from default activity; no workload was simulated.
